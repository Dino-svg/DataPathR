<file path="flow/run.sh">
#!/bin/bash
# OpenROAD 26Q1-2900-gdf79404cd8, Yosys 0.63+post, stock flow scripts
make -C /OpenROAD-flow-scripts/flow DESIGN_CONFIG=/design/flow/config.mk WORK_HOME=/design/flow/orfs finish
</file>
<file path="flow/config.mk">
export PLATFORM = sky130hd
export DESIGN_NAME = DPTR
export DESIGN_NICKNAME = DPTR
export VERILOG_FILES = /design/flow/design.v
export SDC_FILE = /design/flow/constraint.sdc
export NUM_CORES = 4
export LEC_CHECK = 1
export CORE_UTILIZATION = 50
</file>
<file path="flow/constraint.sdc">
current_design DPTR

set clk_period 29.0
set clk_io_pct 0.2

create_clock -name clk0 -period $clk_period [get_ports {clk}]

set non_clock_inputs [all_inputs -no_clocks]
set_input_delay [expr $clk_period * $clk_io_pct] -clock clk0 $non_clock_inputs
set_output_delay [expr $clk_period * $clk_io_pct] -clock clk0 [all_outputs]
</file>
<file path="flow/design.v">
module ALU(
    input wire [31:0] A,
    input wire [31:0] B,
    input wire [2:0]  Sel,
    output reg [31:0] R
);
always@(*) 
	begin
		case (Sel)
			3'b000: R = A & B;        				 
			3'b001: R = A | B;        				 
			3'b010: R = A + B;       				 
			3'b110: R = A - B;        				 
			3'b111: R = (A < B) ? 32'd1 : 32'd0; 	 
			default: R = 32'd0;       				 
		endcase
	end
endmodule
module ALU_control(
    input wire [5:0]op,
    input wire [2:0]Op_in,
    output reg [2:0]Op_out
);
always@(*) 
	begin
		case (Op_in)
			3'b010:									 
				case (op)
					6'b100000: Op_out = 3'b010;		 
					6'b100010: Op_out = 3'b110;		 
					6'b100100: Op_out = 3'b000;		 
					6'b100101: Op_out = 3'b001;		 
					6'b101010: Op_out = 3'b111;		 
				endcase
			3'b001: Op_out = 3'd0;        			 
			3'b000: Op_out = 3'd0;       			 
			default: Op_out = 3'd0;       			 
		endcase
	end
endmodule
`timescale 1ns/1ns
module BR(
    input clk,                 
    input [4:0] adrsReadA,
    input [4:0] adrsReadB,
    input [4:0] adrsWrite,
    input RegEn,
    input [31:0] write,
    output reg [31:0] readA,
    output reg [31:0] readB
);
reg [31:0] BR_in [0:31];
integer i;   
initial begin
    BR_in[0]  = 32'd0;     
    BR_in[5]  = 32'd20;    
    BR_in[6]  = 32'd12;    
    BR_in[7]  = 32'd55;    
    BR_in[8]  = 32'd72;    
    BR_in[9]  = 32'd100;   
    BR_in[15] = 32'd999;   
    for (i = 1; i <= 4; i = i + 1) begin
        BR_in[i] = 32'd0;
    end
    for (i = 10; i <= 14; i = i + 1) begin
        BR_in[i] = 32'd0;
    end
    for (i = 16; i <= 31; i = i + 1) begin
        BR_in[i] = 32'd0;
    end
end
always @(*) begin
    readA = BR_in[adrsReadA];
    readB = BR_in[adrsReadB];
end
always @(posedge clk) begin
    if (RegEn) begin
        BR_in[adrsWrite] <= write;
    end
end
endmodule
`timescale 1ns/1ns
module DPTR(
	input clk,
	input wire [31:0] instruccion, 
    output wire [31:0] resultadoALU
);
wire [31:0] r1;				 
wire [5:0]  out_control;	 
wire [31:0] r2;				 
wire [31:0] r3;				 
wire [2:0]  r4;				 
wire [31:0] r5;			     
wire [31:0] r6;				 
wire [31:0] r7;				 
BR 	inst_BR(.clk(clk), .adrsReadA(instruccion[25:21]), .adrsReadB(instruccion[20:16]), .adrsWrite(instruccion[15:11]), .RegEn(out_control[5]), .write(r1), .readA(r2), .readB(r3));
DataMem inst_memoria(.address(r5), .MemToWrite(out_control[1]), .dataWrite(r3), .dataRead(r7));
ALU  inst_ALU(.A(r2), .B(r3), .Sel(r4), .R(r5));
multiplexor inst_mux(.A_mux(r7), .B_mux(r5), .mux_sel(out_control[0]), .salida_mux(r1));
Unidad_control inst_control(.OPcode(instruccion[31:26]), .salida_control(out_control));
ALU_control	inst_AluControl(.op(instruccion[5:0]), .Op_in(out_control[4:2]), .Op_out(r4));
assign resultadoALU = r5;
endmodule
module Unidad_control(
    input wire [5:0] OPcode,
    output reg [5:0] salida_control
);
always @(*) begin
    case (OPcode)
        6'b000000: salida_control = 6'b1_010_0_1;   
        default:   salida_control = 6'b0_000_0_0;   
    endcase
end
endmodule
module DataMem(
	input  wire[31:0]address,
	input  wire MemToWrite,
	input  wire[31:0] dataWrite,
	output reg [31:0] dataRead
);
reg [31:0]mem_out[0:31];
always@(*)
	begin
	if(MemToWrite) 
	begin
		mem_out[address] = dataWrite;
	end
	if(!(MemToWrite))
	begin
		dataRead = mem_out[address];
	end
end
endmodule
module multiplexor(
    input wire[31:0]A_mux,
    input wire[31:0]B_mux,
    input wire mux_sel,
    output reg[31:0]salida_mux
);
always@(*) 
	begin
		if(mux_sel)
		begin
			salida_mux = A_mux;  
		end
		else
		begin
			salida_mux = B_mux; 
		end
	end
endmodule
</file>
==> results.yml <==
# physical design summary
clock_tree:
  htree_num_levels: 3
  cts_buffer_depth: 3
  cts-resized-gates: 0
  path_clk_slew_ns: 0.06
  cts_root_buffer: "clkbuf_16"
  post_cts.repair.setup_buffers: 0
  cts_hold_buf: 0
  cts_tree: "done"
  numCtsBuffers: 108
  clock_latency_ns: 0.71
timing:
  slew_headroom: 0.329
  tightest_slew_ns: 1.01
  unclocked_regs: 3
  final-setup-viol-count: 0
  maxSlewViolCount: 0
  hold_viol: 0
  finalSetupTns_ns: 0
  untimed_endpoints: 3
  rsz0062_at_grt: "false"
  period_used_share: 0.669
  fmax_mhz: 51.5
  finClkSkew_ns: 0.0351
  post-route-min-period_ns: 19.40
  whs_ns: 1.56
  finalWorstSetupSlack_ns: 9.60
synth:
  synth-edff-count: 1024
  yosys_cells: 2739
  top_cell_area_share: 0.592
  async_flop_share: 0
  adder_share: 0.0239
  synthXorXnorAreaFrac: 0.00354
  synthCells: 2739
  ys_ff: 1027
  logic_family: "multiplexers"
  synth.distinct_cells: 73
  avgSynthCellArea_um2: 19.0
  top_area_cell: "edfxtp_1"
  yosys_warnings: 7
  ys_sh_mux: 0.296
  simple_gate_share: 0.0260
  topCellsByArea: "edfxtp_1 59%, mux4_2 28%, ha_1 2.3%, mux2i_1 1.0%, clkbuf_1 0.87%"
  ys_sh_aoi: 0.0365
  ff_type: "edfxtp_1"
  syn-cell-area_um2: 51900
  ys_area_um2: 51900
final_layout:
  num-fill-cells: 7442
  syn_to_final_growth_pct: 12.2
  lay_top_count: "edfxtp_1"
  final_cell_mix: "1024 x edfxtp_1, 640 x mux4_2, 112 x buf_4, 110 x clkbuf_16, 97 x inv_1"
  final_util: 0.570
  drive_gt1_frac: 0.351
floorplanning:
  num_rows: 117
  die_area_um2: 105000
  core_area_um2: 102000
  initial_utilization: 0.508
  die_w_um: 324
  dieHeight_um: 324
  io_pins: 65
worst_setup_path:
  cp-start-kind: "primary input"
  cpMostUsedCell: "buf_4"
  crit_type: "in -> out"
  endpoint_kind: "output port"
  max_stage_delay_ns: 0.68
  worstPathRequired_ns: 23.20
  critPathSlowestCell: "a21boi_0"
  crit_fanout: 42
  crit_arrival_ns: 13.60
  cp_cell_sequence: "buf_8, buf_4, buf_4, buf_4, mux4_2, mux4_2, mux2i_1, ha_1, nand2_1, nor2b_1, nand3_1, nor4b_1, o211ai_1, a21boi_0, a31oi_1, o21ai_0, mux2i_1, nand2_1, clkdlybuf4s50_1"
route:
  vias: 28600
  wl_um: 148000
  firstDrtPassIters: 5
  wire_per_inst_um: 34.4
  antenna_left: 0
  avgViaCountPerCell: 6.67
  drc: 0
  drtIter0Drc: 1835
grt:
  grt_pass1_wl_um: 214000
  grt_pass1_vias: 31900
  antenna_found_initial: 3
  grt-ovfl-total: 0
  grt_usage: 0.322
  grt_max_degree: 79
flow_run:
  warning_count: 95
  maxCapViolCount: 0
power:
  leakage_nw: 18.9
  sw_frac_of_total: 0.242
  power_frac_comb: 0.138
  seq_power_share: 0.469
  clkPwrFrac: 0.393
  p_sw_uw: 866
  total_power_mw: 3.57
  p_per_area_nw_per_um2: 61.3
  peakVddDrop_v: 0.0000490
  intPower_mw: 2.71
hold_path:
  holdCritPathClass: "reg -> reg"
placement:
  dp_hpwl_um: 88700
  dp_slack_ns: 9.64
  io_buffers: 59
  gp_congestion: 0.993
status:
  status: "finished, final reports clean"
## layout make-up
cell class,count,area (um^2),share of cell area
clock inverter,69,783,0.0134
antenna,4,10.0,0.000172
inverter,99,372,0.00637
multi-input combinational,1418,20300,0.349
timing repair buffer,171,1480,0.0254
tap,1368,1710,0.0294
clock buffer,128,2820,0.0484
sequential,1027,30800,0.528
## worst max-delay path, delay by kind of cell
| kind | cells | cell delay, ns |
|---|---|---|
| adders and majority gates | 1 | 0.43 |
| and+or+nand+nor | 5 | 1.44 |
| buffers and inverters | 5 | 2.59 |
| muxes | 4 | 1.87 |
| AOI/OAI and AO/OA | 4 | 1.33 |
## flip-flops by register name (all words and copies together), names as in the netlist
register and cells:
inst_AluControl.Op_out 3, inst_BR.BR_in 1024
## cells in the mapped netlist, types with 11 or more instances
master / count
mux2_2: 37
buf_2: 11
inv_1: 97
nand2_1: 49
nor2b_1: 11
xnor2_1: 18
a21oi_1: 85
edfxtp_1: 1024
nor2_1: 116
a31oi_1: 19
a22oi_1: 11
o22ai_1: 16
mux4_2: 640
buf_1: 62
mux2i_1: 53
o31ai_1: 13
o21ai_0: 52
a21o_1: 17
clkbuf_1: 121
or3_1: 12
ha_1: 96
nand3_1: 19
nor3_1: 11
## power groups by stage
stage | sequential (mW) | combinational [mW] | clock [mW]
CTS | 1.67 | 0.492 | 1.43
global route | 1.67 | 0.536 | 1.48
finish | 1.67 | 0.493 | 1.41
## layer usage
| metal | GRT usage | wire length (um) | vias to the layer above |
|---|---|---|---|
| li1 | - | - | 11900 |
| met4 | 0.0793 | 4780 | 4 |
| met3 | 0.238 | 25700 | 247 |
| met2 | 0.469 | 72200 | 1827 |
| met5 | 0.0109 | 94 | - |
| met1 | 0.404 | 44800 | 14600 |
## worst paths after layout
path                              start                     to  slack, ns  cells after the start
hold / removal     inst_BR.BR_in[8][25]   inst_BR.BR_in[1][25]       1.56                      6
setup / recovery        instruccion[21]       resultadoALU[24]       9.60                     19
hold reg to reg    inst_BR.BR_in[8][25]   inst_BR.BR_in[1][25]       1.56                      6
setup reg to reg  inst_BR.BR_in[23][13]  inst_BR.BR_in[23][22]      22.80                     14
## per-stage QoR
step	std cells	cell area [um^2]
after CTS	4280	58300
after global placement	4083	54700
after detailed placement	4083	54700
after floorplan	2739	51900
after global routing	4283	58300
final	4284	58300
## kinds of logic after synthesis
logic type                 count (synthesis)
latches                                    3
and+or+nand+nor                          279
buffers and inverters                    294
adders and majority gates                 98
muxes                                    730
DFF                                     1024
xor gates and xnor gates                  21
AOI/OAI and AO/OA                        290
Power is estimated from default activity; no workload was simulated.
