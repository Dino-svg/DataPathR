==> design/flow/run.sh <==
#!/bin/bash
# OpenROAD 26Q1-2900-gdf79404cd8, Yosys 0.63+post, stock flow scripts
make -C /OpenROAD-flow-scripts/flow DESIGN_CONFIG=/design/flow/config.mk WORK_HOME=/design/flow/orfs finish
==> design/flow/constraint.sdc <==
current_design PC

set clk_period 1.0
set clk_io_pct 0.2

create_clock -name clk0 -period $clk_period [get_ports {clk}]

set non_clock_inputs [all_inputs -no_clocks]
set_input_delay [expr $clk_period * $clk_io_pct] -clock clk0 $non_clock_inputs
set_output_delay [expr $clk_period * $clk_io_pct] -clock clk0 [all_outputs]
==> design/flow/config.mk <==
export PLATFORM = sky130hd
export DESIGN_NAME = PC
export DESIGN_NICKNAME = PC
export VERILOG_FILES = /design/flow/design.v
export SDC_FILE = /design/flow/constraint.sdc
export NUM_CORES = 4
export LEC_CHECK = 1
export CORE_AREA = 10 10 91 91
export DIE_AREA = 0 0 101 101
==> design/flow/design.v <==
`timescale 1ns/1ns
module PC(
    input [31:0] dataIn,
    input clk,
    output reg [31:0] dataOut
);
initial begin 
    dataOut = 0; 
end
always @(posedge clk) begin
    dataOut <= dataIn;  
end
endmodule
==> datasheet_impl.txt <==
Table: implementation figures

Parameter                              Value

Yosys
  Library cells used by synthesis .................. 1
  Sequential area share after synthesis .................. 100.0%
  Yosys warning total .................. 1
  Number of cells in Yosys stat .................. 32
  Flop and latch count out of synthesis .................. 32
  Synthesis area per yosys .................. approximately 640 sq um
  Per-instance average area after synthesis .................. 20.02 sq um
  Instance tally after logic synthesis .................. 32
  Synthesized area .................. 640.6 sq um

Final layout
  Post-synthesis to final-layout area growth .................. 116.2%
  Total area of multi-input combinational cells .................. 0 sq um
  Filler cells .................. 679
  Number of logic gates .................. 0
  Final core utilization .................. 21.81%
  Fraction of layout instances using a drive strength above 1 .................. between 30 and 40%
  Design Area, Final .................. about 0.0014 sq mm
  Flip-flop count of the largest register after layout .................. 32
  Reg with most FFs .................. dataOut
  Biggest regs .................. dataOut: 32 flops

Floorplan
  Area of the chip .................. ~0.01 sq mm
  Ports placed on the boundary .................. roughly 65
  Horizontal die dimension .................. roughly 100 microns
  Core Density at Floorplan .................. about a tenth
  Die Span Y .................. between 100 and 150 microns
  Core box area .................. around 0.0063 sq mm
  Row cnt .................. 29

Pwr
  Clock network power share .................. between 40 and 50%
  Net switching power .................. about 0.54 mW
  Leak pwr .................. roughly 0.59 nW
  Int Power .................. ~2.2 mW
  Power per Cell Area .................. about 2000 mW/mm^2
  Part of the power in registers .................. between 40% and 50%
  Sw Share .................. a little under 20%
  Worst vdd rail ir drop .................. 0.7451 mV
  Logic pwr share .................. under 10%

Final timing
  Final hold violation count .................. 0
  Number of pins with negative max-slew slack in the final report .................. 0
  Highest clock frequency the design can meet .................. approximately 1000 MHz
  Min Clock Period, post-route .................. roughly 0.96 ns
  RSZ-0062 raised after global routing .................. no
  Normalized max-slew margin .................. between 90% and 100%
  Period utilization .................. between 90% and 100%
  Setup Viol. Count Final .................. 0
  Worst Max-Slew Pin Slew .................. roughly 0.073 ns

Critical path
  Largest incremental delay on the critical path .................. 0.31 ns
  Kind of launch point of the worst setup path .................. flop
  Data arrival time at the worst-slack endpoint .................. around 0.76 ns
  Largest delay share family, worst path .................. flip-flops
  Crit-path cells .................. clkdlybuf4s15_1
  Worst Setup Path Type .................. flop to output pin
  Buffer-and-inverter tally for the worst setup path .................. 1
  Critical path's slowest cell .................. dfxtp_1
  Kind of end point of the critical path .................. output pin
  Critical path startpoint .................. dataOut[0]$_DFF_P_
  Largest fanout of any net on the critical path .................. 1
  Data required, critical path .................. around 0.80 ns

Routing
  Average via count per standard cell .................. 2.718
  Average detailed-routed wire length per instance .................. between 10 and 15 microns
  Count of antenna-violating nets left after detailed routing .................. 0
  DRC marker count from the first detailed-route iteration .................. 1
  DRC .................. 0
  Iteration tally of the first detailed-router pass .................. 3
  Via Count .................. 492
  Post-Route WL .................. around 2200 microns
  N_diodes .................. 0

Place
  Quantity of I/O buffers inserted on ports .................. 64
  Cell Area, Placed .................. 0.001378 sq mm
  Routability Congestion .................. between 0.7 and 0.8

Clock tree
  TritonCTS clock tree .................. yes
  Root buf cell .................. clkbuf_8
  Post-CTS Repair Setup Buffers .................. 0
  Number of sinks handled by clock tree synthesis .................. 32
  CTS Buffer Depth .................. 2
  H-tree depth reported by CTS .................. 2
  CTS clk-pin slew, worst paths .................. roughly 0.07 ns
  Number of clock buffers inserted by TritonCTS .................. 5

Global route
  Pin count of the biggest net entering global routing .................. 12
  Wire length of the first global-routing pass .................. around 3300 microns
  Vias in the first global route .................. approximately 540
  Initial antenna violation count .................. 0
  Overflow left after global routing .................. 0
  Aggregate global-route resource usage .................. approximately 4.2%

Min path
  Worst hold path type .................. input port to flop
  Worst Hold Launch .................. dataIn[7]

Flow run
  Number of warnings in the stage logs .................. 25
  Max-cap violation count .................. 0

Status
  Run status .................. complete, no violations
area by class of cell:
type	instances	area, sq um	share of cell area [%]
sequential	32	651.9	47.06
timing repair buffer	64	525.5	37.94
clock buffer	5	68.82	4.968
clock inverter	3	42.54	3.071
tap	77	96.34	6.956
through the flow:
stage | power [mW] | hold slack [ns] | setup WS (ns) | instances | TNS (ns)
after global placement | 1.634 | 0.6502 | 0.001004 | 173 | 0
after CTS | 2.873 | 0.3359 | 0.002306 | 181 | 0
after global routing | 2.935 | 0.3268 | 0.0002449 | 181 | 0
after detailed placement | 1.636 | 0.6517 | -0.003387 | 173 | -0.003387
after floorplan | 1.370 | 0.2277 | 0.5385 | 32 | 0
final | 2.778 | 0.3485 | 0.04467 | 181 | 0
timing repair:
| action | CTS | global route |
|---|---|---|
| gates resized | 73 | 27 |
| endpoints found under the hold margin | 0 | 0 |
| gates cloned | 0 | 0 |
| endpoints found under the setup margin | 32 | 19 |
| pin swaps | 0 | 0 |
| hold buffers | 0 | 0 |
worst paths after layout:
kind,endpoint,slack [ns],cells past startpoint
setup / recovery,dataOut[0],0.04,1
hold / removal,dataOut[7]$_DFF_P_,0.35,1
cells in the mapped netlist:
| library cell | number | share of area [%] |
|---|---|---|
| dfxtp_1 | 32 | 100 |
metal layers:
layer	routed length, microns	share of wire, %	global-route usage, %
met4	44	2.0	0.8574
met5	0	0	0
met2	1074	48	6.830
met3	359	16	3.188
met1	767	34	4.242
kinds of logic (layout without fill, tap and decap cells):
group	after synthesis	in the layout	synth area share [%]
flops	32	32	100.0
buf+inv	0	72	0
power by group through the flow:
stage	Sequential (mW)	Combinational [mW]	Clock [mW]
4_1_cts	1.36	0.215	1.30
5_1_grt	1.37	0.204	1.36
6_report	1.36	0.186	1.23
cells in the final DEF (no fill, tap or decap), drive strengths merged:
cell type / n
buf: 4
clkdlybuf4s50: 32
clkinv: 1
dfxtp: 32
clkinvlp: 1
bufinv: 1
clkdlybuf4s15: 9
clkbuf: 24
Power and IR drop assume default switching activity.
